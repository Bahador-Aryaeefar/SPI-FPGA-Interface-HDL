[/design/flow/run.sh]
#!/bin/bash
# OpenROAD 26Q1-2900-gdf79404cd8, Yosys 0.63+post, stock flow scripts
make -C /OpenROAD-flow-scripts/flow DESIGN_CONFIG=/design/flow/config.mk WORK_HOME=/design/flow/orfs finish
[/design/flow/config.mk]
export PLATFORM = sky130hd
export DESIGN_NAME = spi_master_controller
export DESIGN_NICKNAME = spi_master_controller
export VERILOG_FILES = /design/flow/design.v
export SDC_FILE = /design/flow/constraint.sdc
export NUM_CORES = 4
export LEC_CHECK = 1
export CORE_AREA = 10 10 70 70
export DIE_AREA = 0 0 80 80
[/design/flow/design.v]
`timescale 1ns / 1ps
module spi_master_controller (
  input i_clk,
  input i_reset,
  input i_tx_empty,
  input i_counter_done,
  input [1:0] i_SS,
  input i_leading,
  input i_trailling,
  input i_CPHA,
  input i_sclk,
  output reg o_sclk,
  output reg [3:0] o_SS,
  output reg o_load_register,
  output reg o_shift_enable,
  output reg o_counter_enable,
  output reg o_clock_enable,
  output reg o_done
);
  reg [2:0] ST_PRESENT;
  reg [2:0] ST_NEXT;
  localparam [2:0] ST_INIT = 3'd0,
                   ST_PHASE = 3'd1,
                   ST_TRANSMIT = 3'd2,
                   ST_WAIT = 3'd3,
                   ST_DONE = 3'd4;
  always @(posedge i_clk or negedge i_reset) begin
        if (!i_reset)
            ST_PRESENT <= ST_INIT;
        else
            ST_PRESENT <= ST_NEXT;
  end
  always @(*) begin
    case (ST_PRESENT)
      ST_INIT: begin
        if(~i_tx_empty) begin
          if(i_CPHA) ST_NEXT <= ST_PHASE;
          else  ST_NEXT <= ST_TRANSMIT;
        end 
        else ST_NEXT <= ST_INIT;
      end
      ST_PHASE: begin
        if(i_leading) ST_NEXT <= ST_TRANSMIT;
        else ST_NEXT <= ST_PHASE;
      end
      ST_TRANSMIT: begin
        if(i_counter_done && i_trailling) ST_NEXT <= ST_WAIT;
        else ST_NEXT <= ST_TRANSMIT;
      end
      ST_WAIT: begin
        if(i_leading) ST_NEXT <= ST_DONE;
        else ST_NEXT <= ST_WAIT;
      end
      ST_DONE:
        ST_NEXT <= ST_INIT;
      default: 
        ST_NEXT <= ST_INIT;
    endcase
  end
  always @(*) begin
    o_clock_enable <= 1'b0;
    o_load_register <= 1'b0;
    o_shift_enable <= 1'b0;
    o_counter_enable <= 1'b0;
    o_done <= 1'b0;
    o_SS <= 4'b1111;
    o_sclk <= i_sclk;
    case (ST_PRESENT)
      ST_INIT: begin
        if(~i_tx_empty) begin
          o_load_register <= 1'b1;
          o_SS[i_SS] <= 1'b0;
          o_clock_enable <= 1'b1;
        end
      end 
      ST_PHASE: begin
        o_clock_enable <= 1'b1;
        o_SS[i_SS] <= 1'b0;
      end
      ST_TRANSMIT: begin
        o_SS[i_SS] <= 1'b0;
        o_clock_enable <= 1'b1;
        o_shift_enable <= 1'b1;
        o_counter_enable <= 1'b1;
      end
      ST_WAIT: begin
        o_clock_enable <= 1'b1;
        o_SS[i_SS] <= 1'b0;
      end
      ST_DONE: begin
        o_done <= 1'b1;
        o_sclk <= 1'b0;
      end
      default: begin
      end
    endcase
  end
endmodule
[/design/flow/constraint.sdc]
current_design spi_master_controller

set clk_period 1.6
set clk_io_pct 0.2

create_clock -name clk0 -period $clk_period [get_ports {i_clk}]

set non_clock_inputs [all_inputs -no_clocks]
set_input_delay [expr $clk_period * $clk_io_pct] -clock clk0 $non_clock_inputs
set_output_delay [expr $clk_period * $clk_io_pct] -clock clk0 [all_outputs]
==> metrics.yaml <==
placement:
  gp_congestion: 0.773
  io_buffers: 19
  placed_cell_area_um2: 551
  post-dp-hpwl_um: 811
  place_ws_ns: -0.413
global_routing:
  grtUsageTotal_pct: 3.53
  overflow: 0
  grt_max_degree: 6
  grt_pass1_vias: 362
  antenna_found_initial: 0
  grt_pass1_wl_um: 1750
finish:
  drive_gt1_share_pct: 44.8
  reg.largest.list: "ST_PRESENT x5"
  final_cell_area_um2: 622
  regArea_um2: 126
  fillers: 380
  largest_register_ffs: 5
  area_growth_pct: 141
  regMostFlops: "ST_PRESENT"
  combGateArea_um2: 133
sta:
  maxSlewHeadroom_pct: 85.2
  period_minus_slack_ns: 1.80
  setup_viol: 5
  finalWorstSetupSlack_ns: -0.205
  fin_skew_ns: 0.00201
  worst_pin_slew_ns: 0.222
  finalCritPeriodShare_pct: 113
  totalNegativeSetupSlack_ns: -0.771
  max_freq_mhz: 554
  rsz0062_at_grt: "yes"
  drv_slew: 0
  hold_viol: 0
floorplan:
  core_mm2: 0.00342
  rows: 21
  fp_util_pct: 7.55
  dieHeight_um: 80
  die_x_um: 80
  die_area_mm2: 0.00640
  ios: 20
clock_tree:
  insertion_delay_ns: 0.24
  htree_levels: 1
  cts_tree: "yes"
  cts.sinks: 5
  clk_path_buf_depth: 2
  clkTransAtPathRegs_ns: 0.04
  clockRootBuffer: "clkbuf_4"
  cts_hold_buffers: 0
  cts_buffers: 3
worst_setup_path:
  worstPathArrival_ns: 1.48
  start_kind: "register"
  crit_type: "reg -> out"
  timing.rr.start: "ST_PRESENT[0]$_DFF_PN1_"
  r2r-end: "ST_PRESENT[2]$_DFF_PN0_"
  required_ns: 1.28
  cp-end-kind: "output port"
  reg2reg_depth: 6
  worstPathMaxFanout: 3
  r2r_slack_ns: 0.22
synth:
  edf_count: 0
  synth_warnings: 1
  yosysUniqueCellTypes: 18
  synthesis.area_um2: 258
  ys_area_um2: 258
  ys_seq_share_pct: 49.0
  syn_avg_cell_area_um2: 10.7
  simple_gate_area_share_pct: 31.1
  common_cells: "dfrtp_1, inv_1, nand4b_1, nor2b_1"
  yosys.area.top_type: "dfrtp_1"
  numSynthFlops: 5
  synthFlopType: "dfrtp_1"
  ys_cells: 24
  topCellsByArea: "dfrtp_1, dfstp_2, nand4b_1"
  mux_area_share_pct: 0
  most_common_cell: "dfrtp_1"
  synth_adder_area_share_pct: 0
  synthArstFlopShare_pct: 100
  xor_share_pct: 0
  syn_inst: 24
  ys_sh_aoi_pct: 14.1
  topCombFamilyByArea: "simple AND/OR/NAND/NOR gates"
  top_area_share_pct: 38.8
power:
  netSwitchingFraction_pct: 21.1
  p_comb_share_pct: 10.8
  p_leak_nw: 0.277
  seq_power_share_pct: 41.2
  vdd_ir_drop_max_mv: 0.227
  clockPowerShare_pct: 48.0
  power.internal_mw: 0.243
  power_density_mw_per_mm2: 495
  p_switching_mw: 0.0649
detailed_routing:
  route.antenna.diode_count: 0
  wl_met1_um: 480
  avgViaCountPerCell: 3.17
  vias: 330
  dr.pass1.iters: 4
  dr.first_iter.drc_count: 9
  wl_met2_um: 239
  remaining_drc_errors: 0
  drt_wl_total_um: 1030
  highest_layer: "met3"
  wl_per_cell_um: 9.92
  ant_nets: 0
  wl_met3_um: 312
hold_path:
  min_path_type: "in -> async"
job:
  maxCapViolations: 0
  warnings: 27
outcome:
  status: "complete, but fails checks"
  failed_checks: "negative setup slack"
routing by layer:
| layer | vias up | global-route usage, % |
|---|---|---|
| met3 | 0 | 4.09 |
| li1 | 159 | - |
| met1 | 141 | 4.70 |
| met2 | 30 | 3.61 |
| met5 | - | 0 |
| met4 | 0 | 0.176 |
cell families after synthesis:
logic type      after synthesis
flops                         5
compound gates                4
simple gates                 12
buf+inv                       3
power groups by stage:
stage     Combinational [mW]  Clock [mW]  Sequential [mW]
4_1_cts               0.0332       0.153            0.127
6_report              0.0332       0.148            0.127
5_1_grt               0.0363       0.173            0.127
layout by cell type, fill, tap and decap left out:
master,synthesis,final
clkdlybuf4s50_1,0,10
buf_4,1,7
buf_6,0,6
dfrtp_1,4,4
buf_2,0,4
clkbuf_4,0,3
dlygate4sd2_1,0,3
or4_4,1,2
nand4b_1,2,2
inv_1,2,2
dfstp_2,1,1
nor2b_4,0,1
nand2_1,1,1
nand4_1,1,1
nor2_1,1,1
nand3_2,0,1
and2_1,1,1
nand2b_1,1,1
a21boi_0,1,1
a221o_1,1,1
a22o_1,1,1
a32o_1,1,1
nor2b_1,2,1
clkbuf_1,0,1
clkbuf_2,0,1
final cells by class:
| type | instances | area share, % |
|---|---|---|
| repair buffers | 31 | 43.7 |
| well taps | 46 | 9.26 |
| multi-input cells | 16 | 21.3 |
| clock buffers | 4 | 4.23 |
| flip-flops and latches | 5 | 20.3 |
| inverters | 2 | 1.21 |
metrics by stage:
stage,hold slack [ns],power (mW),utilization (%),cells
final,0.294,0.308,18.2,104
after global routing,0.305,0.336,18.2,104
after floorplan,0.0244,0.132,-,24
after CTS,0.296,0.313,17.7,103
after global placement,0.500,0.162,16.1,95
after detailed placement,0.511,0.163,16.1,95
what timing repair did:
action,CTS,global route
pin swaps,4,2
endpoints found under the setup margin,7,6
setup buffers,4,1
resized,27,4
worst max-delay path, stage by stage (launching register included):
cell and delay (ns):
dfstp_2 0.37, or4_4 0.56, buf_6 0.14, nand4b_1 0.08, buf_2 0.10
how the worst max path moves through the flow:
stage / start / end / cells past startpoint
CTS: ST_PRESENT[4]$_DFF_PN0_ / o_SS[2] / 4
global route: ST_PRESENT[0]$_DFF_PN1_ / o_SS[1] / 4
finish: ST_PRESENT[0]$_DFF_PN1_ / o_SS[2] / 4
No activity file was given, so power comes from the tool's default toggle rates.
