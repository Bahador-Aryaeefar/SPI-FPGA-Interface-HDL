`flow/run.sh`:
```
#!/bin/bash
# OpenROAD 26Q1-2900-gdf79404cd8, Yosys 0.63+post, stock flow scripts
make -C /OpenROAD-flow-scripts/flow DESIGN_CONFIG=/design/flow/config.mk WORK_HOME=/design/flow/orfs finish
```
`flow/config.mk`:
```
export PLATFORM = sky130hd
export DESIGN_NAME = tx_shift_register
export DESIGN_NICKNAME = tx_shift_register
export VERILOG_FILES = /design/flow/design.v
export SDC_FILE = /design/flow/constraint.sdc
export NUM_CORES = 4
export LEC_CHECK = 1
export CORE_AREA = 10 10 70 70
export DIE_AREA = 0 0 80 80
```
`flow/constraint.sdc`:
```
current_design tx_shift_register

set clk_period 1.0
set clk_io_pct 0.2

create_clock -name clk0 -period $clk_period [get_ports {i_clk}]

set non_clock_inputs [all_inputs -no_clocks]
set_input_delay [expr $clk_period * $clk_io_pct] -clock clk0 $non_clock_inputs
set_output_delay [expr $clk_period * $clk_io_pct] -clock clk0 [all_outputs]
```
`flow/design.v`:
```
`timescale 1ns / 1ps
module tx_shift_register(
  input i_clk,
  input i_sclk_enable,
  input i_reset,
  input i_load,
  input i_shift_enable,
  input [7:0] i_parallel_in,
  input i_MSB,
  output o_serial_out
);
  reg [7:0] data;
  always @(posedge i_clk or negedge i_reset) begin
    if(!i_reset) begin
      data <= 8'b0;
    end
    else begin
      if(i_load) begin
        data <= i_parallel_in;
      end
      else if(i_shift_enable && i_sclk_enable) begin
        if(i_MSB) data <= {data[6:0],data[7]};
        else data <= {data[0],data[7:1]};
      end
    end
  end
  assign o_serial_out = i_MSB ? data[7] : data [0];
endmodule
```
==> Changelog: implementation <==
## Flow update

- Outcome: complete, but fails checks
- Failing checks: negative setup slack
- Layout Cell Area excl Fill: 795 um^2
- Max-cap violations: 0
- Measured slew at the worst slew-check pin: 0.361 ns
- Type of the worst setup path: register to output port
- Hold/Removal Path Class: primary input to async pin
- Crit-path max FO: 2
- CP Cell Sequence: nor2b_4, a21o_1, buf_2
- Clk network pwr share: 0.280
- Reg2Reg Setup Slack: -0.01 ns
- Switching Share: 0.272
- Layout cells sized above 1: 0.307
- Root Buffer: clkbuf_4
- Max reg flops: 8
- Critical R2R Capture: data[6]
- Top flop regs: data x8
- Post-DP Area: 693 um^2
- Unrepaired setup endpoints after global routing: yes
- Ports: 15
- Critical Path RT: 0.80 ns
- Crit end category: output port
- Clock Tree Buf Depth: 2
- Mapped cell area: 478 um^2
- Post-layout period usage: 1.20
- Syn-to-layout area delta: 66.2%
- Largest net degree at the start of global routing: 17
- DR WL/cell: 11.0 um
- Tmin final: 1.20 ns
- DR vias/cell: 3.71
- GP Congestion: 0.776
- # diodes: 0
- First-pass GRT wire length: 2170 um
- Power density over the cells: 1110 nW/um^2
- Worst EP arrival: 1.00 ns
- Post-synth regs: 8
- Seq pwr share: 0.434
- Core ar.: 3420 um^2
- Final ANT Viol Nets: 0
- Largest stage delay, worst path: 0.37 ns
- Via count: 449
- Final setup viols: 2
- Leakage Power: 0.000329 uW
- Crit. Startpoint: data[0]
- Slowest stage cell, crit path: dfrtp_1
- CTS tree: yes
- Distinct lib cells: 13
- H-tree depth: 1
- Clock Skew: 0.00450 ns
- Ys Warns: 1
- Power share of the combinational group: 0.286
- Vias in the first global route: 475
- Slew headroom: 0.758
- Reg2reg start: data[7]
- Cts bufs inserted: 3
- Starting Density: 0.140
- # rows: 21
- FMAX: 831 MHz
- Max rail drop VDD: 0.507 mV
- Initial DRC count: 30
- Biggest register: data
- Latency at later pin: 0.26 ns
- Chip Area: 6400 um^2
- CP startpoint kind: register
- WL final: 1330 um
- Die Y: 80 um
- Synth Area per Inst: 8.69 um^2
- Final slew viol count: 0
- Yosys stat chip area: 478 um^2
- Post-route DRC violation count: 0
- Final Hold Viols: 0
- Reg2reg path depth: 4
- Register share after synthesis: 0.419
- Syn Inst Count: 55
- Crit path capture: o_serial_out
- Grt ovf: 0
- I/O Buffers: 14
- Drt first pass iters: 4
- Pint: 641 uW
- # Cells Yosys: 55
- Log Warnings: 27
- Tot GR Track Use: 0.0421
- WHS: 0.220 ns
- Chip width: 80 um
- Initial antenna violation count: 0
- Clock-pin transition on the worst setup and hold timing paths: 0.05 ns
- Total clock sinks: 8
- Switching Power: 240 uW
- Final setup TNS: -0.218 ns
- Final worst slack: -0.204 ns
- DP HPWL: 988 um
## per-stage QoR
stage | std cells | worst slack (ns) | util | total power [uW]
after floorplan | 55 | 0.0874 | - | 482
after global placement | 115 | -0.611 | 0.203 | 587
after detailed placement | 115 | -0.623 | 0.203 | 591
after CTS | 119 | -0.216 | 0.223 | 862
after global routing | 121 | -0.245 | 0.233 | 936
final | 121 | -0.204 | 0.233 | 880
## placed cells by master (no fill, tap or decap)
cell / netlist / routed
nand2_1: 9 / 8
and2b_1: 4 / 4
clkdlybuf4s15_2: 0 / 1
buf_4: 0 / 4
buf_2: 1 / 1
a211oi_1: 8 / 1
nor2b_4: 0 / 1
dlygate4sd2_1: 0 / 2
a21o_1: 1 / 1
nor2_1: 8 / 8
buf_6: 1 / 2
a211oi_2: 0 / 7
clkdlybuf4s50_1: 0 / 10
nor2b_1: 4 / 2
o31ai_1: 8 / 8
dfrtp_1: 8 / 8
buf_12: 0 / 1
clkbuf_4: 0 / 3
and2_4: 0 / 1
nand2_4: 0 / 1
nor2b_2: 0 / 1
## cell families after synthesis
family,share of synthesized area
buffers and inverters,0.0523
and+or+nand+nor,0.262
DFF,0.419
AOI/OAI and AO/OA,0.267
## power by group through the flow
stage,clock [uW],combinational [uW],sequential (uW)
CTS,251,226,385
global route,274,276,386
finish,246,252,382
## critical path, delay by kind of cell, from the launching register on
family	cells	cell delay [ns]
AND/OR/NAND/NOR	1	0.13
flip-flops	1	0.37
buffers and inverters	1	0.11
AND-OR/OR-AND	1	0.14
## synthesized netlist by cell type (all sizes together)
cell / instances / area, um^2
dfrtp: 8 / 200
nor2b: 4 / 25.0
a21o: 1 / 7.51
nor2: 8 / 30.0
o31ai: 8 / 60.1
clkbuf: 1 / 5.00
and2b: 4 / 30.0
a211oi: 8 / 60.1
buf: 3 / 20.0
and2: 1 / 6.26
nand2: 9 / 33.8
## metal layers
layer	routed length, um	global-route usage	part of all wire
met1	684	0.0594	0.52
met5	0	0	0
met2	543	0.0586	0.41
met3	98	0.0227	0.074
met4	0	0	0
## how the worst min path moves through the flow
stage | startpoint | endpoint | slack (ns) | cells past startpoint
6_report | i_reset | data[1] | 0.22 | 1
5_1_grt | i_reset | data[0] | 0.24 | 1
4_1_cts | i_reset | data[1] | 0.23 | 1
## area by class of cell
| class | instances | area (um^2) |
|---|---|---|
| Multi-Input combinational cell | 43 | 308 |
| Timing Repair Buffer | 21 | 206 |
| Clock buffer | 3 | 22.5 |
| Fill cell | 373 | 2620 |
| Sequential cell | 8 | 200 |
| Tap cell | 46 | 57.6 |
## what timing repair did
action                     CTS  global route
hold buffers                 0             0
pin swaps                    6             2
setup endpoints to repair    9             8
gates cloned                 0             0
hold endpoints to repair     0             0
setup buffers                1             3
gates resized               20             4
Power and IR drop assume default switching activity.
