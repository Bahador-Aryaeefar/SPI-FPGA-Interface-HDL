==> flow/design.v <==
`timescale 1ns / 1ps
module clock_generator (
  input i_clk,
  input [1:0] i_rate,
  input i_enable,
  input i_reset,
  output reg o_clk,
  output reg o_rise,
  output reg o_fall
);
  reg [4:0] rate;
  reg [3:0] count;
  always @(i_rate) begin
    case(i_rate)
      2'b00: rate = 5'd2;   
      2'b01: rate = 5'd4;   
      2'b10: rate = 5'd8;   
      2'b11: rate = 5'd16;   
      default: rate = 5'd4;
    endcase
  end
  always @(posedge i_clk or negedge i_reset) begin
    o_fall <= 1'b0;
    o_rise <= 1'b0;
    if(!i_reset) begin
      o_clk <= 1'b0;
      count <= 0;
    end
    else if(i_enable) begin
      if(count == rate/2-2 && rate != 5'd2 && o_clk == 1'b1) o_fall <= 1'b1;
      else if(count == rate-2 && rate != 5'd2) o_rise <= 1'b1;
      if(count == rate/2-1) begin
        o_clk <= 1'b0;
        count <= count + 1'b1;
        if(rate == 5'd2) o_rise <= 1'b1;
      end 
      else if(count == rate-1) begin
        o_clk <= 1'b1;
        count <= 0;
        if(rate == 5'd2) o_fall <= 1'b1;
      end
      else count <= count + 1'b1;
    end
    else begin
      o_clk <= 1'b0;
      count <= 0;
    end
  end
endmodule
==> flow/run.sh <==
#!/bin/bash
# OpenROAD 26Q1-2900-gdf79404cd8, Yosys 0.63+post, stock flow scripts
make -C /OpenROAD-flow-scripts/flow DESIGN_CONFIG=/design/flow/config.mk WORK_HOME=/design/flow/orfs finish
==> flow/config.mk <==
export PLATFORM = sky130hd
export DESIGN_NAME = clock_generator
export DESIGN_NICKNAME = clock_generator
export VERILOG_FILES = /design/flow/design.v
export SDC_FILE = /design/flow/constraint.sdc
export NUM_CORES = 4
export LEC_CHECK = 1
export CORE_AREA = 10 10 70 70
export DIE_AREA = 0 0 80 80
==> flow/constraint.sdc <==
current_design clock_generator

set clk_period 2.9
set clk_io_pct 0.2

create_clock -name clk0 -period $clk_period [get_ports {i_clk}]

set non_clock_inputs [all_inputs -no_clocks]
set_input_delay [expr $clk_period * $clk_io_pct] -clock clk0 $non_clock_inputs
set_output_delay [expr $clk_period * $clk_io_pct] -clock clk0 [all_outputs]
==> flow_metrics.py <==
# Synthesis and PnR figures
metrics = {
    "status": {
        "status": "completed",
    },
    "final_timing": {
        "skew_ns": 0.00558,
        "fin_crit_sh": 0.819,
        "tightest_slew_ns": 0.431,
        "setup_viol": 0,
        "fmax_mhz": 421,
        "slew_violations": 0,
        "grt_setup_unrepaired": "false",
        "fin_setup_tns_ns": 0,
        "relSlewSlack": 0.712,
        "fin_hold_ws_ns": 0.551,
        "hold_viol": 0,
        "min_period_ns": 2.37,
    },
    "global_route": {
        "grt_overflow": 0,
        "grt_usage": 0.0301,
        "first_global_vias": 379,
        "grt_pass1_wl_um": 1660,
        "grt_antenna_before_repair": 0,
        "grt_max_degree": 8,
    },
    "worst_setup_path": {
        "slowest_stage": "clkdlybuf4s50_1",
        "cp-startpoint": "i_rate[0]",
        "r2r_slack_ns": 1.51,
        "cp.depth": 9,
        "cp_num_buf_inv": 3,
        "required_ns": 3.05,
        "cp-end-kind": "flop",
        "worstPathCellList": "clkdlybuf4s50_1 -> inv_1 -> ha_1 -> inv_1 -> ha_1 -> xnor2_1 -> nor3_2 -> nand3_2 -> a221oi_2",
        "r2r_start": "count[3]",
        "crit_fanout": 5,
        "crit_family": "buffers and inverters",
        "arrival_ns": 2.53,
        "cp-start-kind": "input pin",
        "r2r-end": "o_clk",
        "reg2regPathDepth": 4,
        "worst-setup-path-type": "in2reg",
        "cpPeakStageDelay_ns": 0.54,
    },
    "yosys": {
        "synthCells": 51,
        "yosysTopAreaCell": "dfrtp_1",
        "synth_warnings": 1,
        "yosysCellCount": 51,
        "top_area_frac": 0.328,
        "syn_area_sq_um": 534,
        "yosys_area_sq_um": 534,
        "synth_cell_type_count": 22,
        "seq_area_frac_synth": 0.328,
        "synth.avg_cell_area_sq_um": 10.5,
        "topCellsByArea": "dfrtp_1, ha_1, xor2_1",
        "synth-seq-cells": 7,
    },
    "worst_hold_path": {
        "min_to": "o_clk",
        "min_path_type": "reg2reg",
        "min_delay_path_depth": 2,
        "hold_start": "o_clk",
    },
    "clocking": {
        "cts_setup_buffers": 0,
        "cts_root_buffer": "clkbuf_4",
        "cts_buffer_depth": 2,
        "cts.clk_slew.worst_paths_ns": 0.05,
        "cts_sinks": 7,
        "cts_tree": "done",
        "h-tree-depth": 1,
        "cts_buffers": 3,
        "clk_latency_ns": 0.25,
        "cts.hold.buffers_added": 0,
        "cts_resized": 0,
    },
    "final_layout": {
        "syn_to_final_growth_pct": 27.9,
        "flop_area_sq_um": 175,
        "layout.cells.non_filler": 107,
        "drive_gt1_frac": 0.148,
        "fillCellCount": 383,
        "mi_logic_area_sq_um": 324,
        "lay_top_count": "ha_1",
        "design_area_sq_um": 683,
        "most-common-layout-cells": "ha_1, xor2_1, dfrtp_1, clkdlybuf4s50_1, inv_1",
    },
    "placed_design": {
        "port_buffers": 7,
        "dp_cells": 103,
        "place.gp.congestion": 0.799,
        "place_area_sq_um": 657,
        "place_hpwl_um": 758,
    },
    "route": {
        "drc": 0,
        "num_antenna_cells": 0,
        "vias_per_cell": 3.45,
        "routedWlPerCell_um": 8.55,
        "dr.pass1.iters": 4,
        "drt-initial-drc-count": 13,
        "drt_wl_total_um": 915,
        "drtAntennaViolNets": 0,
        "vias": 369,
    },
    "pwr": {
        "power-per-cell-area_nw_per_um2": 367,
        "power_frac_clock": 0.345,
        "comb_power_share": 0.216,
        "internal-power_uw": 182,
        "swShare": 0.274,
        "seqPwrFrac": 0.439,
        "p_leak_nw": 0.318,
        "power_uw": 251,
        "switching_power_uw": 68.8,
        "peakVddDrop_mv": 0.0991,
    },
    "flow_run": {
        "max_cap_viol_count": 0,
        "tool_warnings": 30,
    },
    "floorplanning": {
        "num_io_pins": 8,
        "fp-row-count": 21,
        "core-area_sq_um": 3420,
        "chip_area_sq_um": 6400,
        "floorplan.core_util": 0.156,
        "die_height_um": 80,
        "fp.dieW_um": 80,
    },
}
## tightest hold or removal path, stage by stage (launching register included)
cell      delay [ns]
dfrtp_1         0.39
inv_1           0.07
a221oi_2        0.05
## layer usage
metal,wire length [um],global-route usage
met1,436,0.0413
met2,374,0.0409
met3,85,0.0148
met4,19,0.00704
met5,0,0
## power groups by stage
stage / clock, mW / sequential [mW] / combinational, mW
6_report: 0.0865 / 0.110 / 0.0543
5_1_grt: 0.0943 / 0.111 / 0.0617
4_1_cts: 0.0907 / 0.110 / 0.0550
## state kept, by name, summed over array words and instances (netlist names)
signal and flops:
count 4, o_clk 1, o_fall 1, o_rise 1
## through the flow
step | utilization | worst slack, ns
final | 0.200 | 0.525
after global placement | 0.192 | 0.289
after global routing | 0.200 | 0.380
after CTS | 0.200 | 0.528
after detailed placement | 0.192 | 0.264
after floorplan | - | 0.818
## synthesized netlist by cell type
| library cell | n |
|---|---|
| nor4_2 | 1 |
| a221oi_2 | 1 |
| inv_1 | 6 |
| nor2b_1 | 1 |
| buf_2 | 1 |
| nor3_2 | 1 |
| xor2_1 | 7 |
| ha_1 | 8 |
| nand3_1 | 1 |
| and3_1 | 2 |
| nand2_1 | 1 |
| dfrtp_1 | 7 |
| xnor2_1 | 4 |
| and3_2 | 1 |
| nand4_1 | 1 |
| a32oi_1 | 1 |
| o22ai_1 | 1 |
| nand3_2 | 1 |
| nor2_1 | 1 |
| buf_4 | 1 |
| nor3_1 | 1 |
| nor3b_1 | 2 |
## how the worst max path moves through the flow
| stage | endpoint | slack (ns) |
|---|---|---|
| final | o_clk | 0.53 |
| after CTS | o_clk | 0.53 |
| after global routing | o_clk | 0.38 |
## area by class of cell
type,instances,share of cell area
Clock buffer,4,0.0385
Multi-Input combinational cell,36,0.474
Tap cell,46,0.0842
Timing Repair Buffer,8,0.114
Inverter,6,0.0330
Sequential cell,7,0.256
## cells by family (layout without fill, tap and decap cells)
group           Yosys count  count (layout)  share of synthesized area
xor+xnor                 11              11                      0.180
flops                     7               7                      0.328
simple gates             14              14                      0.183
compound gates            3               3                     0.0562
buf+inv                   8              18                     0.0656
fa+ha+maj                 8               8                      0.187
Power and IR drop assume default switching activity.
